### /design/flow/config.mk
export PLATFORM = sky130hd
export DESIGN_NAME = comparador4bit_struct
export DESIGN_NICKNAME = comparador4bit_struct
export VERILOG_FILES = /design/flow/design.v
export SDC_FILE = /design/flow/constraint.sdc
export NUM_CORES = 4
export LEC_CHECK = 1
export CORE_AREA = 10 10 70 70
export DIE_AREA = 0 0 80 80
### /design/flow/design.v
module comparador4bit_struct (
    input wire [3:0] a,
    input wire [3:0] b,
    output wire maior,  
    output wire menor,  
    output wire igual   
);
    wire eq_3_w, eq_2_w, eq_1_w, eq_0_w;
    wire xor_3_w, xor_2_w, xor_1_w, xor_0_w;
    xor U_xor3 (xor_3_w, a[3], b[3]);
    xor U_xor2 (xor_2_w, a[2], b[2]);
    xor U_xor1 (xor_1_w, a[1], b[1]);
    xor U_xor0 (xor_0_w, a[0], b[0]);
    not U_not3 (eq_3_w, xor_3_w); 
    not U_not2 (eq_2_w, xor_2_w); 
    not U_not1 (eq_1_w, xor_1_w); 
    not U_not0 (eq_0_w, xor_0_w); 
    and U_and_eq (igual, eq_3_w, eq_2_w, eq_1_w, eq_0_w);
    wire gt_3_w, gt_2_w, gt_1_w, gt_0_w;
    wire b3_n, b2_n, b1_n, b0_n;
    wire t3, t2_i, t2, t1_i1, t1_i2, t1, t0_i1, t0_i2, t0_i3, t0;
    not U_not_b3(b3_n, b[3]);
    not U_not_b2(b2_n, b[2]);
    not U_not_b1(b1_n, b[1]);
    not U_not_b0(b0_n, b[0]);
    and U_gt3 (gt_3_w, a[3], b3_n);  
    and U_gt2 (gt_2_w, a[2], b2_n);  
    and U_gt1 (gt_1_w, a[1], b1_n);  
    and U_gt0 (gt_0_w, a[0], b0_n);  
    assign t3 = gt_3_w;
    and U_and_t2 (t2_i, eq_3_w, gt_2_w);
    assign t2 = t2_i;
    and U_and_t1a (t1_i1, eq_3_w, eq_2_w);
    and U_and_t1b (t1_i2, t1_i1, gt_1_w);
    assign t1 = t1_i2;
    and U_and_t0a (t0_i1, eq_3_w, eq_2_w);
    and U_and_t0b (t0_i2, t0_i1, eq_1_w);
    and U_and_t0c (t0_i3, t0_i2, gt_0_w);
    assign t0 = t0_i3;
    or U_or_maior (maior, t3, t2, t1, t0);
    not U_not_maior (maior_n, maior);
    not U_not_igual (igual_n, igual);
    and U_and_menor (menor, maior_n, igual_n);
endmodule
### /design/flow/run.sh
#!/bin/bash
# OpenROAD 26Q1-2900-gdf79404cd8, Yosys 0.63+post, stock flow scripts
make -C /OpenROAD-flow-scripts/flow DESIGN_CONFIG=/design/flow/config.mk WORK_HOME=/design/flow/orfs finish
### /design/flow/constraint.sdc
current_design comparador4bit_struct

set clk_period 1.6
set clk_io_pct 0.2

create_clock -name clk0 -period $clk_period

set non_clock_inputs [all_inputs -no_clocks]
set_input_delay [expr $clk_period * $clk_io_pct] -clock clk0 $non_clock_inputs
set_output_delay [expr $clk_period * $clk_io_pct] -clock clk0 [all_outputs]
==> GITHUB_STEP_SUMMARY <==
### Yosys + OpenROAD results

| Metric | Value |
|---|---|
| Port Buffers | 11 |
| Setup violators final | 0 |
| Post-place setup slack | -0.693 ns |
| Most instantiated logic cells after routing | clkdlybuf4s15_1, dlygate4sd2_1, inv_2, ha_4, buf_2 |
| Final Critical Period | 1.56 ns |
| Hold buffer count at cts | 0 |
| Worst setup EP type | output port |
| Reg area | 0 um^2 |
| Outcome | finished, final reports clean |
| Core region area | 3420 um^2 |
| Largest net degree at the start of global routing | 6 |
| Number of global-route vias before repair | 151 |
| Top cell excl fill/tap | clkdlybuf4s15_1 |
| Fin crit share | 97.5% |
| Worst Hold Class | in -> out |
| Flip-flops | 0 |
| FP Util | 3.26% |
| Syn. warnings | 2 |
| Max-area cell share | 44.9% |
| CP Cell Sequence | dlygate4sd2_1 -> inv_2 -> ha_4 -> and4_4 -> clkdlybuf4s15_1 |
| Crit Path Category | in -> out |
| Grt total ovfl | 0 |
| Leakage | 0.117 nW |
| Final Hold Vio Count | 0 |
| Slew Limit Fails | 0 |
| Final Core Density | 9.12% |
| Worst Tran Pin Value | 0.159 ns |
| Synth Cell Area | 111 um^2 |
| GP Congestion | 0.762 |
| Total die size | 6400 um^2 |
| Post-synth area hogs | ha_1, inv_1, and4_2 |
| Post-CTS setup buffer count | 0 |
| Worst path max stage delay | 0.28 ns |
| Slowest CP cell | ha_4 |
| Area after DPL | 279 um^2 |
| Rel. slew slack | 89.4% |
| Crit path launch type | input port |
| Max_cap viols | 0 |
| Worst EP arrival | 1.24 ns |
| Logic area | 144 um^2 |
| Yosys chip area | 111 um^2 |
| Top cell family by delay on the critical path | buffers and inverters |
| RSZ-0062 raised after global routing | false |
| First drt pass iteration count | 1 |
| Final instance area | 312 um^2 |
| Initial antenna violation count | 0 |
| IO Pins | 11 |
| Fin worst setup slack | 0.0395 ns |
| Non-Filler Instances | 72 |
| CP Buf/Inv Count | 3 |
| Row cnt | 21 |
| DR vias | 163 |
| Ys cells | 15 |
| Remaining DRCs | 0 |
| Initial DRC Count | 0 |
| Layout cells sized above 1 | 42.3% |
| Final wirelength | 497 um |
| Routed len/inst | 6.90 um |
| Tool Warnings | 32 |
| Fillers | 403 |
| Antenna cells | 0 |
| Placed Cells incl. Taps | 72 |
| Setup TNS | 0 ns |
| ANT nets after route | 0 |
| Distinct lib cells | 8 |
| Area grow syn2layout | 180% |
| Sequential-to-total area share from yosys stat | 0% |
| Die span in x | 80 um |
| Fmax | 641 MHz |
| CLK BUF | 0 |
| Maximum VDD drop | 0.0000226 V |
| Synth area leader | ha_1 |
| Final hold slack | 1.26 ns |
| Worst Path Max Fanout | 4 |
| Mapped Cells | 15 |
| Die Y | 80 um |
| Synthesized area per cell | 7.42 um^2 |
| Total power | 0.0691 mW |
| PwrDens | 222 nW/um^2 |
| DR vias/cell | 2.26 |
| GRT Util Overall | 1.36% |
| First-pass GRT wire length | 731 um |
| CP required | 1.28 ns |
-- where the power goes --
| part | switching [mW] | total [mW] | internal (mW) |
|---|---|---|---|
| Clock | 0 | 0 | 0 |
| Sequential | 0 | 0 | 0 |
| Combinational | 0.0271 | 0.0691 | 0.0421 |
| Total | 0.0271 | 0.0691 | 0.0421 |
-- kinds of logic (layout without fill, tap and decap cells) --
group | count (synthesis) | count (layout) | synth area share [%]
AOI/OAI and AO/OA | 2 | 2 | 12.4
adders and majority gates | 4 | 4 | 44.9
and+or+nand+nor | 5 | 5 | 29.2
buffers and inverters | 4 | 15 | 13.5
-- area by class of cell --
| type | instances | area share, % |
|---|---|---|
| multi-input combinational | 11 | 46.2 |
| timing repair buffer | 11 | 30.5 |
| tap | 46 | 18.5 |
| inverter | 4 | 4.82 |
-- worst min-delay path: cells and delay by family --
family / cells / cell delay (ns)
AOI/OAI and AO/OA: 1 / 0.03
adders and majority gates: 1 / 0.14
buffers and inverters: 2 / 0.38
and+or+nand+nor: 1 / 0.06
-- metal layers --
metal	up-vias	share of wire, %	wire [um]	global-route usage [%]
met5	-	0	0	0
met4	0	0	0	0
met3	0	8.0	40	0.455
met2	7	43	214	2.17
met1	75	49	242	1.85
li1	81	-	-	-
-- cell usage after synthesis --
library cell,n
a21oi_1,1
and3_1,1
and4_2,1
ha_1,4
inv_1,4
nand3_1,2
nand4_1,1
o2111ai_1,1
-- path summary, 6_finish.rpt --
check	depth (start not counted)	to	slack, ns	startpoint
setup / recovery	5	igual	0.04	b[2]
hold / removal	5	maior	1.26	a[3]
-- repair_timing --
item,in CTS,in global routing
resized,26,3
pin swaps,7,2
endpoints found under the setup margin,3,2
Power and IR drop assume default switching activity.
