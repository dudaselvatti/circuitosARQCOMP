===== ./design.v =====
module contadorbinario_behav (
    input wire clk,
    input wire rst,
    output reg [3:0] q  
);
    always @(posedge clk or posedge rst) begin
        if (rst) begin
            q <= 4'b0000; 
        end
        else begin
            q <= q + 1;   
        end
    end
endmodule

===== ./run.sh =====
#!/bin/bash
# OpenROAD 26Q1-2900-gdf79404cd8, Yosys 0.63+post, stock flow scripts
make -C /OpenROAD-flow-scripts/flow DESIGN_CONFIG=/design/flow/config.mk WORK_HOME=/design/flow/orfs finish

===== ./config.mk =====
export PLATFORM = sky130hd
export DESIGN_NAME = contadorbinario_behav
export DESIGN_NICKNAME = contadorbinario_behav
export VERILOG_FILES = /design/flow/design.v
export SDC_FILE = /design/flow/constraint.sdc
export NUM_CORES = 4
export LEC_CHECK = 1
export CORE_AREA = 10 10 70 70
export DIE_AREA = 0 0 80 80

===== ./constraint.sdc =====
current_design contadorbinario_behav

set clk_period 1.5
set clk_io_pct 0.2

create_clock -name clk0 -period $clk_period [get_ports {clk}]

set non_clock_inputs [all_inputs -no_clocks]
set_input_delay [expr $clk_period * $clk_io_pct] -clock clk0 $non_clock_inputs
set_output_delay [expr $clk_period * $clk_io_pct] -clock clk0 [all_outputs]

==> results.py <==
# Physical implementation metrics
metrics = {
    "synthesis": {
        "top_cell_area_share_pct": 70.2,
        "postSynthSeqShare_pct": 70.2,
        "yosys_cells": 10,
        "synth_warnings": 1,
        "yosysTopAreaCell": "dfrtp_1",
        "syn_avg_cell_area_um2": 14.3,
        "synthTopCellsByArea": "dfrtp_1 70%, ha_1 8.8%, xnor2_1 6.1%",
        "synth_chip_area_um2": 143,
        "synthTopCellsByCount": "4 x dfrtp_1, 2 x inv_1",
        "synth_cells": 10,
        "synthArstFlopShare_pct": 100,
        "ff_type": "dfrtp_1",
        "ys_types": 6,
        "synth_area_um2": 143,
        "enable_flop_cells": 0,
        "most_common_cell": "dfrtp_1",
        "synth-seq-cells": 4,
    },
    "timing": {
        "rsz0062_at_grt": "no",
        "setup_viol": 0,
        "finalClockPeriodUsage_pct": 93.5,
        "finalHoldViolations": 0,
        "period_minus_slack_ns": 1.40,
        "clock-skew-final_ns": 0.00447,
        "fmax_ghz": 0.713,
        "hold_ws_ns": 0.253,
        "tightest_slew_ns": 0.149,
        "drv_slew": 0,
        "fin_tns_setup_ns": 0,
        "relSlewSlack_pct": 90.1,
    },
    "placed_design": {
        "portBuffers": 5,
        "gp_congestion": 0.644,
    },
    "global_routing": {
        "grt_pass1_wl_um": 662,
        "grtUsageTotal_pct": 1.41,
        "met2_usage_pct": 1.12,
        "grt.met3_usage_pct": 1.59,
        "grt_overflow": 0,
        "antenna_found_initial": 0,
        "grt_pass1_vias": 127,
        "busiest_layer": "met1",
        "grt_max_degree": 5,
        "use_met1_pct": 2.07,
    },
    "die": {
        "die_height_um": 80,
        "core-area_um2": 3420,
        "die_area_um2": 6400,
        "fp_util_pct": 4.18,
        "fp-row-count": 21,
        "num_io_pins": 6,
        "fp.dieW_um": 80,
    },
    "setup_path": {
        "worst-path-buf-inv": 1,
        "crit_slowest_cell": "clkdlybuf4s50_1",
        "critPathLaunchType": "flip-flop",
        "crit_fanout": 4,
        "critical_path.top_delay_family": "buffers and inverters",
        "cp_data_arrival_time_ns": 1.10,
        "path_class": "reg -> out",
        "required_ns": 1.20,
        "slowest_delay_ns": 0.49,
        "critPathCaptureType": "output pin",
        "worstPathCellList": "clkdlybuf4s50_1",
    },
    "drt": {
        "drt_iter0_drc": 0,
        "via_per_inst": 1.52,
        "drc_errors": 0,
        "dr.pass1.iters": 1,
        "vias": 99,
        "drt_wl_total_um": 396,
        "antenna_left": 0,
        "num_antenna_cells": 0,
        "wl_per_cell_um": 6.09,
    },
    "hold_path": {
        "hp-class": "in -> async",
    },
    "cts": {
        "ctsResizeCount": 0,
        "cts_tree": "yes",
        "clkTransAtPathRegs_ns": 0.04,
        "clk_latency_ns": 0.23,
        "root_buffer": "clkbuf_4",
        "cts_hold_buf": 0,
        "clock-sinks": 4,
        "numCtsBuffers": 3,
        "clockBufferDepth": 2,
        "htree_num_levels": 1,
    },
    "run": {
        "warnings": 25,
        "drv_cap": 0,
    },
    "layout": {
        "largest_register_ff_count": 4,
        "area_growth_pct": 96.5,
        "top_register": "q",
        "reg_top3": "q: 4 flops",
        "drive_gt1_share_pct": 21.1,
        "fill_cells": 409,
    },
    "pwr": {
        "cellLeakagePower_nw": 0.122,
        "power_density_nw_per_um2": 869,
        "ir_drop_mv": 0.449,
    },
    "outcome": {
        "outcome": "complete, no violations",
    },
}
where the power goes:
group,leakage (nW),switching [mW],internal (mW)
combinational,0.0521,0.00222,0.00244
sequential,0.0566,0,0.109
clock,0.0138,0.0411,0.0893
stage by stage:
step / power [mW] / util [%] / area [um2] / setup WS [ns] / instances
2_1_floorplan: 0.112 / - / 143 / 0.679 / 10
3_3_place_gp: 0.114 / 7.33 / 250 / 0.316 / 61
3_5_place_dp: 0.115 / 7.33 / 250 / 0.295 / 61
4_1_cts: 0.249 / 7.99 / 273 / 0.0413 / 64
5_1_grt: 0.262 / 8.21 / 280 / 0.0382 / 65
6_report: 0.244 / 8.21 / 280 / 0.0981 / 65
worst paths after layout:
kind                       slack (ns)             end            from  cells after the start
min in group clk0                0.48  q[0]$_DFF_PP0_  q[0]$_DFF_PP0_                      1
max in group asynchronous        1.10  q[0]$_DFF_PP0_             rst                      2
hold / removal                   0.25  q[3]$_DFF_PP0_             rst                      2
hold reg to reg                  0.48  q[0]$_DFF_PP0_  q[0]$_DFF_PP0_                      1
setup reg to reg                 0.63  q[2]$_DFF_PP0_  q[0]$_DFF_PP0_                      2
setup / recovery                  0.1            q[0]  q[0]$_DFF_PP0_                      1
worst register-to-register path, cell delays in order (launching register included):
cell	delay, ns
dfrtp_1	0.40
ha_1	0.22
xor2_1	0.14
layout by cell type, fill, tap and decap left out, drive strengths merged:
cell,Yosys,final
clkdlybuf4s50,0,5
dfrtp,4,4
clkbuf,0,3
inv,2,2
nand3,1,1
xnor2,1,1
xor2,1,1
ha,1,1
buf,0,1
metal layers:
| metal | vias to the layer above | wire length, um |
|---|---|---|
| met1 | 42 | 246 |
| li1 | 49 | - |
| met5 | - | 0 |
| met2 | 8 | 87 |
| met4 | 0 | 0 |
| met3 | 0 | 62 |
timing repair:
action	in CTS	in global routing
setup endpoints to repair	0	1
hold endpoints to repair	0	0
setup buffers	0	1
cells by family (layout without fill, tap and decap cells):
family                     count (synthesis)  in the layout  share of synthesized area (%)
xor gates and xnor gates                   2              2                           12.3
adders and majority gates                  1              1                           8.77
buffers and inverters                      2             11                           5.27
DFF                                        4              4                           70.2
and+or+nand+nor                            1              1                           3.51
area by class of cell:
cell class,count,area (um2),share of cell area (%)
clock buffers,3,22.5,8.04
inverters,2,7.51,2.68
multi-input cells,4,35.0,12.5
flip-flops and latches,4,100,35.7
well taps,46,57.6,20.5
repair buffers,6,57.6,20.5
Power figures rest on the tool's default switching activity, not on a simulated workload.
