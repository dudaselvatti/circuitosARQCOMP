<file path="design/flow/run.sh">
#!/bin/bash
# OpenROAD 26Q1-2900-gdf79404cd8, Yosys 0.63+post, stock flow scripts
make -C /OpenROAD-flow-scripts/flow DESIGN_CONFIG=/design/flow/config.mk WORK_HOME=/design/flow/orfs finish
</file>
<file path="design/flow/design.v">
module dff_module (
    input wire clk,
    input wire rst,
    input wire d,
    output reg q   
);
    always @(posedge clk or posedge rst) begin
        if (rst)
            q <= 1'b0;
        else
            q <= d;
    end
endmodule
module contadorbinario_struct (
    input wire clk,
    input wire rst,
    output wire [3:0] q
);
    wire [3:0] d;
    assign d = q + 1;
    dff_module U0_dff ( .clk(clk), .rst(rst), .d(d[0]), .q(q[0]) );
    dff_module U1_dff ( .clk(clk), .rst(rst), .d(d[1]), .q(q[1]) );
    dff_module U2_dff ( .clk(clk), .rst(rst), .d(d[2]), .q(q[2]) );
    dff_module U3_dff ( .clk(clk), .rst(rst), .d(d[3]), .q(q[3]) );
endmodule
</file>
<file path="design/flow/config.mk">
export PLATFORM = sky130hd
export DESIGN_NAME = contadorbinario_struct
export DESIGN_NICKNAME = contadorbinario_struct
export VERILOG_FILES = /design/flow/design.v
export SDC_FILE = /design/flow/constraint.sdc
export NUM_CORES = 4
export LEC_CHECK = 1
export CORE_AREA = 10 10 70 70
export DIE_AREA = 0 0 80 80
</file>
<file path="design/flow/constraint.sdc">
current_design contadorbinario_struct

set clk_period 1.5
set clk_io_pct 0.2

create_clock -name clk0 -period $clk_period [get_ports {clk}]

set non_clock_inputs [all_inputs -no_clocks]
set_input_delay [expr $clk_period * $clk_io_pct] -clock clk0 $non_clock_inputs
set_output_delay [expr $clk_period * $clk_io_pct] -clock clk0 [all_outputs]
</file>
==> COMMIT_EDITMSG <==
Update PnR metrics after Yosys + OpenROAD run

- After floorplanning, the core was divided into 21 placement rows.
* Total of buffers placed on input and output ports: 5
* Sequential Power Share: about 44%
- N_diodes: 0
* Leakage Power: around 0.00012 uW
* Main kind of combinational logic by area: buffers and inverters
- The largest single stage delay on the critical path is roughly 480 ps.
- Number of warning messages in the logs: 25
- Post-CTS repair ended up resizing 0 cells.
- TritonCTS clock tree: done
- CP arrival: ~1100 ps
- Total via count after detailed routing: between 90 and 100
- The floorplan step set the die width to around 80 um.
- Sw Share: 19.0%
* Global-route total usage across every layer: 1.39%
- Summed over its instances, the top area cell type makes up a little under three fifths of the synthesized netlist area.
- STA classifies the critical path startpoint as a flip-flop.
* XORs/XNORs by Area: slightly below 10%
- Broken down by cell family, the worst path's largest delay share belongs to buffers and inverters.
- VDD sags by at most around 170 uV.
* Total Die Area: approximately 6400 sq um
* Clock latency at the later pin of the worst-skew pair: ~240 ps
- Post-Place Cell Area: between 200 and 300 sq um
- After its last routability iteration, the placer logged a weighted congestion of ~0.66.
* Most used standard cells in the synthesized netlist: 4 x sky130_fd_sc_hd__buf_4, 4 x sky130_fd_sc_hd__dfrtp_1, 2 x sky130_fd_sc_hd__inv_1
* Non-Filler Cell Area, Final: approximately 280 sq um
- Fill cells in the final layout number 404.
* Adders+Majority by Area: 7.04%
- In this run, post-CTS hold repair placed 0 buffers.
- Final global-route overflow total: 0
- Maximum Capacitance Violations: 0
- Initial DRC Count: 3
- Compared with the post-synthesis result, the final layout area differs by 57.0%.
- Synthesized-area fraction occupied by ao, oa, aoi and oai cells: 0%
* Fp_density: 5.20%
* Number of synthesized register bits: 4
* IO Count: 6
- According to the floorplan report, the placeable core area is 3420 sq um.
* Fraction of layout cells with a size suffix above 1: between 20% and 30%
- List of cells traversed by the critical path: clkdlybuf4s50_1
- Global-route wire length before repair: roughly 580 um
* Core occupancy in the finished layout: slightly above 8%
- The most critical hold endpoint after final layout shows a slack of between 200 and 300 ps.
- Biggest area cells: sky130_fd_sc_hd__dfrtp_1 56%, sky130_fd_sc_hd__buf_4 17%, sky130_fd_sc_hd__ha_1 7.0%
* CP max FO: 4
* Number of cells in Yosys stat: 14
- PwrDens: 887 nW/um^2
- The flow reports an fmax of 706 MHz.
- After legalization and detailed placement, the total HPWL measured around 280 um.
* Final Max-Slew Violation Tally: 0
* Mux contribution to synthesized area: 0%
- STA classifies the critical path endpoint as an output pin.
- Of the total synthesized cell area, the portion taken by AND, OR, NAND and NOR gates is 5.63%.
- Internal power: about 200 uW
- Per the post-synthesis stats, the area per cell is around 13 sq um.
* Buffer depth of the longest clock path: 2
- Proportion of power drawn by combinational gates: under 10%
* Psw: around 47 uW
- Dominant register cell: sky130_fd_sc_hd__dfrtp_1
- Adding up every negative setup slack in the final design gives 0 ps.
- Async set or reset register ratio after synthesis: roughly 100%
* Final Setup Violations: 0
* Unique masters post-synth: 7
- Per the TritonCTS log, the buffer count is 3.
- Headroom to the max-slew limit came out at 89.4%.
* Clock share of power: a little over half
* Antenna violation net count after detailed routing: 0
- Combined buffer and inverter count along the critical path: 1
- Share of synthesized area occupied by flip-flops and latches: a little under three fifths
* Required time reported for the critical path endpoint: 1200 ps
- In the synthesis report, Yosys lists the chip area as about 180 sq um.
- # H-tree levels: 1
- In the final report, the number of hold violations comes to 0.
* Gate count after technology mapping: 14
* Residual DRC: 0
- Run status: complete, no violations
- The clock net in this run drives a total of 4 sinks.
* Critical path class: reg -> out
- Setup repair bufs after CTS: 0
- Total number of yosys warnings: 1
- The initial antenna violation count came to 0.
- Summed over all instances, the cell type with the most area after synthesis is sky130_fd_sc_hd__dfrtp_1.
* Total detailed-routing wirelength: roughly 350 um
- Die Y-Extent: 80 um
- Per the detail_route report, vias per standard cell equal approximately 1.5.
* Final critical-path share of the clock period: 94.4%
* RSZ-0062 raised after global routing: false
- The cell area that synthesis handed to floorplanning was 178 sq um.
- The root buffer cell chosen for the clock tree is sky130_fd_sc_hd__clkbuf_4.
- Final period demand of the worst path: ~1400 ps
- The number of global-route vias before repair came to approximately 120.
* Routed WL per cell: approximately 5.5 um
* Count of TritonRoute iterations in the first routing pass: 2
* Pin count of the biggest net entering global routing: 5
- The path class of the tightest hold or removal check is in -> async.
* Flip-flops with a built-in enable: 0
- After clock tree synthesis, the clock-pin slew on the worst setup and hold paths is ~40 ps.
- Worst Max-Slew Pin Slew: around 160 ps
- Slowest stage cell, crit path: sky130_fd_sc_hd__clkdlybuf4s50_1
- In the final run the clock tree shows a worst skew of roughly 0.59 ps.
[cell type report]
class                   count  area (sq um)  area share, %
repair buffers              5          50.0           17.9
clock buffers               3          22.5           8.07
well taps                  46          57.6           20.6
flip-flops and latches      4           101           36.3
multi-input cells           4          40.0           14.3
inverters                   2          7.51           2.69
[cell families (layout without fill, tap and decap cells)]
logic type / after synthesis / after routing
fa+ha+maj: 1 / 1
flops: 4 / 4
xor+xnor: 2 / 2
simple gates: 1 / 1
buf+inv: 6 / 10
[final timing paths]
kind,start,to,slack (ps),cells past startpoint
min in group clk0,U3_dff.q,U3_dff.q,480,1
hold reg to reg,U3_dff.q,U3_dff.q,480,1
hold / removal,rst,U2_dff.q,250,2
max in group asynchronous,rst,U0_dff.q,1080,2
setup reg to reg,U0_dff.q,U2_dff.q,580,2
setup / recovery,U0_dff.q,q[0],80,1
[per-stage QoR]
stage | total power, uW | instances | worst slack (ps)
after global placement | 114 | 61 | 278
final | 248 | 64 | 84.0
after detailed placement | 115 | 61 | 274
after floorplan | 112 | 14 | 628
after CTS | 254 | 64 | 8.00
after global routing | 269 | 64 | 15.4
[cells in the final DEF (no fill, tap or decap), drive strengths merged]
| cell | count |
|---|---|
| nand3 | 1 |
| clkbuf | 3 |
| dfrtp | 4 |
| ha | 1 |
| inv | 2 |
| xnor2 | 1 |
| xor2 | 1 |
| clkdlybuf4s50 | 5 |
[flip-flops by register name, indices dropped and copies added, names as in the netlist]
register / cells
U1_dff.q: 1
U0_dff.q: 1
U2_dff.q: 1
U3_dff.q: 1
[power by group through the flow]
stage                 logic, uW  registers, uW  clock network [uW]
after CTS                  4.86            109                 141
after global routing       5.61            108                 155
final                      4.76            109                 134
[routing by layer]
metal | global-route usage [%] | vias up | routed length, um
met5 | 0 | - | 0
met2 | 1.04 | 9 | 71
li1 | - | 46 | -
met4 | 0.352 | 0 | 0
met3 | 2.73 | 0 | 133
met1 | 1.40 | 44 | 150
Power is estimated from default activity; no workload was simulated.
